$ cat flow/run.sh
#!/bin/bash
# OpenROAD 26Q1-2900-gdf79404cd8, Yosys 0.63+post, stock flow scripts
make -C /OpenROAD-flow-scripts/flow DESIGN_CONFIG=/design/flow/config.mk WORK_HOME=/design/flow/orfs finish
$ cat flow/config.mk
export PLATFORM = sky130hd
export DESIGN_NAME = keyboard
export DESIGN_NICKNAME = keyboard
export VERILOG_FILES = /design/flow/design.v
export SDC_FILE = /design/flow/constraint.sdc
export NUM_CORES = 4
export LEC_CHECK = 1
export CORE_UTILIZATION = 40
$ cat flow/constraint.sdc
current_design keyboard

set clk_period 2.5
set clk_io_pct 0.2

create_clock -name clk0 -period $clk_period [get_ports {clk}]

set non_clock_inputs [all_inputs -no_clocks]
set_input_delay [expr $clk_period * $clk_io_pct] -clock clk0 $non_clock_inputs
set_output_delay [expr $clk_period * $clk_io_pct] -clock clk0 [all_outputs]
$ cat flow/design.v
module keyboard
    (
        input wire clk, reset,
        input wire ps2d, ps2c,                
        output wire [7:0] scan_code,          
        output wire scan_code_ready,          
        output wire letter_case_out           
    );
    localparam  BREAK    = 8'hf0,  
                SHIFT1   = 8'h12,  
                SHIFT2   = 8'h59,  
                CAPS     = 8'h58;  
    localparam [2:0]    lowercase          = 3'b000,  
                        ignore_break       = 3'b001,  
                        shift              = 3'b010,  
                        ignore_shift_break = 3'b011,  
                        capslock           = 3'b100,  
                        ignore_caps_break  = 3'b101;  
    reg [2:0] state_reg, state_next;            
    wire [7:0] scan_out;                        
    reg got_code_tick;                          
    wire scan_done_tick;                        
    reg letter_case;                            
    reg [7:0] shift_type_reg, shift_type_next;  
    reg [1:0] caps_num_reg, caps_num_next;      
    ps2_rx ps2_rx_unit (.clk(clk), .reset(reset), .rx_en(1'b1), .ps2d(ps2d), .ps2c(ps2c), .rx_done_tick(scan_done_tick), .rx_data(scan_out));
    always @(posedge clk, posedge reset)
        if (reset)
            begin
            state_reg      <= lowercase;
            shift_type_reg <= 0;
            caps_num_reg   <= 0;
            end
        else
            begin    
            state_reg      <= state_next;
            shift_type_reg <= shift_type_next;
            caps_num_reg   <= caps_num_next;
            end
    always @*
    begin
        got_code_tick   = 1'b0;
        letter_case     = 1'b0;
        caps_num_next   = caps_num_reg;
        shift_type_next = shift_type_reg;
        state_next      = state_reg;
        case(state_reg)
            lowercase:
            begin  
                if(scan_done_tick)                                                                     
                begin
                    if(scan_out == SHIFT1 || scan_out == SHIFT2)                                       
                    begin
                        shift_type_next = scan_out;                                                    
                        state_next = shift;                                                            
                    end
                else if(scan_out == CAPS)                                                          
                begin
                    caps_num_next = 2'b11;                                                         
                    state_next = capslock;                                                         
                end
                else if (scan_out == BREAK)                                                        
                    state_next = ignore_break;                                                     
                else                                                                               
                    got_code_tick = 1'b1;                                                          
                end    
            end
            ignore_break:
            begin
                if(scan_done_tick)                                                                     
                    state_next = lowercase;                                                            
            end
            shift:
            begin
                letter_case = 1'b1;                                                                    
                if(scan_done_tick)                                                                     
                begin
                    if(scan_out == BREAK)                                                              
                        state_next = ignore_shift_break;                                               
                    else if(scan_out != SHIFT1 && scan_out != SHIFT2 && scan_out != CAPS)              
                        got_code_tick = 1'b1;                                                          
                end
            end
            ignore_shift_break:
            begin
                if(scan_done_tick)                                                                 
                begin
                    if(scan_out == shift_type_reg)                                                 
                        state_next = lowercase;                                                    
                    else                                                                           
                        state_next = shift;
                end
            end  
            capslock:
            begin
                letter_case = 1'b1;                                                                
                if(caps_num_reg == 0)                                                              
                    state_next = lowercase;                                                    
                if(scan_done_tick)                                                                 
                begin 
                    if(scan_out == CAPS)                                                           
                        caps_num_next = caps_num_reg - 1;                                          
                    else if(scan_out == BREAK)                                                     
                        state_next = ignore_caps_break;            
                    else if(scan_out != SHIFT1 && scan_out != SHIFT2)                              
                        got_code_tick = 1'b1;                                                      
                end
            end
            ignore_caps_break:
            begin
                if(scan_done_tick)                                                                 
                begin
                    if(scan_out == CAPS)                                                           
                        caps_num_next = caps_num_reg - 1;                                          
                    state_next = capslock;                                                         
                end
            end
        endcase
    end
    assign letter_case_out = letter_case; 
    assign scan_code_ready = got_code_tick;
    assign scan_code = scan_out;
endmodule
module ps2_rx
    (
        input wire clk, reset, 
        input wire ps2d, ps2c, rx_en,     
        output reg rx_done_tick,          
        output wire [7:0] rx_data         
    );
    localparam 
        idle = 1'b0,
        rx   = 1'b1;
    reg state_reg, state_next;           
    reg [7:0] filter_reg;                
    wire [7:0] filter_next;              
    reg f_val_reg;                       
    wire f_val_next;                     
    reg [3:0] n_reg, n_next;             
    reg [10:0] d_reg, d_next;            
    wire neg_edge;                       
    always @(posedge clk, posedge reset)
        if (reset)
        begin
            filter_reg <= 0;
            f_val_reg  <= 0;
        end
        else
        begin
            filter_reg <= filter_next;
            f_val_reg  <= f_val_next;
        end
    assign filter_next = {ps2c, filter_reg[7:1]};
    assign f_val_next = (filter_reg == 8'b11111111) ? 1'b1 :
                (filter_reg == 8'b00000000) ? 1'b0 :
                f_val_reg;
    assign neg_edge = f_val_reg & ~f_val_next;
    always @(posedge clk, posedge reset)
        if (reset)
        begin
            state_reg <= idle;
            n_reg <= 0;
            d_reg <= 0;
        end
        else
        begin
            state_reg <= state_next;
            n_reg <= n_next;
            d_reg <= d_next;
        end
    always @*
    begin
        state_next = state_reg;
        rx_done_tick = 1'b0;
        n_next = n_reg;
        d_next = d_reg;
        case (state_reg)
            idle:
                if (neg_edge & rx_en)                  
                begin
                    n_next = 4'b1010;              
                    state_next = rx;               
                end
            rx:                                            
            begin
                if (neg_edge)                          
                begin
                    d_next = {ps2d, d_reg[10:1]};  
                    n_next = n_reg - 1;            
                end
                if (n_reg==0)                          
                begin
                     rx_done_tick = 1'b1;          
                     state_next = idle;            
                end
            end
        endcase
    end
    assign rx_data = d_reg[8:1];  
endmodule
==> deck_impl_summary.md <==
Run Summary

Outcome
  • Status: finished clean

Routing
  • Remaining antenna violation count: 0
  • Via Count: 1,157
  • Drt drc: 0
  • DRT Pass-1 Iters: 4
  • Total wire length: 2990 microns
  • Via density: 5.28
  • Inserted Diodes: 0
  • DRT iter0 DRCs: 96
  • Drt wl/cell: 13.6 microns

STA
  • Unrepaired setup endpoints after global routing: no
  • Final setup viols: 0
  • Fin crit share: 95.9%
  • Max-slew violations: 0
  • Max Fclk: 417 MHz
  • Final-report hold violation count: 0
  • Minimum clock period: 2.40 ns
  • Final setup TNS: 0 ns
  • Setup Skew: 0.00210 ns
  • Worst slew pin tran: 0.532 ns
  • Slew headroom: 64.5%
  • Min Hold Slack: 0.418 ns

Die
  • Chip area: 4940 sq um
  • Io pins: 14
  • Die width: 70.3 microns
  • Initial Utilization: 42.3%
  • Row count: 24
  • Core area: 4410 sq um
  • Die y size: 70.3 microns

Yosys
  • Flops & latches, synth: 40
  • Top cells by area: dfrtp_1 52%, mux2_4 5.6%, mux2_2 4.2%
  • Mean Syn Cell Area: 12.0 sq um
  • And+or+nand+nor area frac: 17.7%
  • # Cells Yosys: 155
  • Cell Area, Synth: 1870 sq um
  • Distinct lib cells: 44
  • Top cell area share: 52.3%
  • Post-synth seq share: 53.7%
  • Aoi share: 5.97%
  • Adder Area Share: 1.34%
  • Number of enable flip-flop cells: 0
  • Commonest flop: dfrtp_1
  • Ys Warns: 2
  • Asr flop ratio synth: 100%
  • Top comb family, area: simple AND/OR/NAND/NOR gates
  • Mux frac, synth: 10.9%
  • XOR/XNOR Area Share: 3.76%
  • Yosys chip area: 1870 sq um
  • Most area-hungry cell type in the Yosys netlist: dfrtp_1
  • Gate Count Post-Synth: 155

Flow run
  • Max Cap Viol: 0
  • OpenROAD warning count: 25

Worst setup path
  • CP Launch Type: register
  • FF-to-FF path depth: 3
  • Crit path launch: ps2_rx_unit.d_reg[4]$_DFFE_PP0P_
  • Setup slack, reg-to-reg: 0.64 ns
  • Worst Path Max Fanout: 8
  • Crit. End Element: output pin
  • Crit path required time: 2.00 ns
  • RR Endpoint: ps2_rx_unit.d_reg[8]$_DFFE_PP0P_
  • Setup CP Type: reg -> out
  • FF-to-FF Start: ps2_rx_unit.filter_reg[5]$_DFF_PP0_
  • CP Capture Point: scan_code_ready
  • Critical Path AT: 1.90 ns

Clocking
  • Clock Path Buffers: 2
  • Latency at later pin: 0.29 ns
  • Post-CTS Hold Buffers: 0
  • CTS Buf Count: 5
  • Number of H-tree levels: 2
  • CTS Root Cell: clkbuf_8
  • CTS tree: built
  • # clock sinks: 40
  • Reg clk slew, reported paths: 0.07 ns

Global route
  • M1 GR Usage: 22.0%
  • GRT Total Usage: 13.5%
  • Grt met2 use: 18.5%
  • First-pass GRT wire length: 5130 microns
  • Gr busiest metal: met1
  • Vias in the first global route: 1,078
  • Grt met3 use: 4.53%
  • Total gr overflow: 0
  • Largest net degree at the start of global routing: 41
  • Antenna violations before repair: 0

Finish
  • Max reg flops: 10
  • Layout Area Growth over Synthesis: 12.2%
  • Highest-count logic cell in the final layout: dfrtp_1
  • Share of post-route cells with drive strength above 1: 22.8%
  • Post-layout instance count excluding filler cells: 219
  • Core Util, Final: 47.4%
  • Fin area: 2090 sq um
  • Most numerous logic cells after layout: 37 x dfrtp_1, 14 x nand2_1, 13 x clkdlybuf4s50_1

Pwr
  • P per Cell Area: 536 nW/um^2
  • Worst vdd ir: 0.368 mV
  • Lkg Pwr: 0.00101 uW

Worst hold path
  • Hold/Removal Path Class: reg -> reg

Placed design
  • Area after DPL: 1980 sq um
  • Gpl congestion: 0.787
  • Post-Place Cells: 209
  • Final HPWL DP: 2070 microns
  • Port bufs: 13
==> final cells by class <==
cell class	instances	area, sq um
fillers	385	2320
flip-flops and latches	40	1000
multi-input cells	94	744
repair buffers	16	153
clock buffers	6	82.6
well taps	52	65.1
inverters	9	33.8
clock inverters	2	10.0
==> metrics by stage <==
stage / setup slack [ns] / total power [uW]
2_1_floorplan: 0.868 / 693
4_1_cts: 0.0248 / 1130
3_3_place_gp: 0.324 / 703
5_1_grt: 0.00422 / 1170
3_5_place_dp: 0.281 / 705
6_report: 0.103 / 1120
==> kinds of logic after synthesis <==
group	after synthesis
AND-OR/OR-AND	18
XOR/XNOR	8
adder cells (fa/ha/maj)	2
buffers and inverters	21
flip-flops	40
multiplexers	16
AND/OR/NAND/NOR	50
==> layer usage <==
layer  vias up  share of wire, %
met2        26                43
met1       565                49
met3         8               6.4
met4         0               1.9
li1        558                 -
met5         -                 0
==> repair_timing <==
action	in CTS	in global routing
buffers inserted	0	2
setup endpoints to repair	1	1
resized	1	3
gates cloned	0	0
==> report_power, final <==
part           leakage [uW]  internal [uW]  total (uW)  switching [uW]
registers          0.000530            657         666            8.67
logic              0.000427           10.1        26.8            16.8
clock network     0.0000510            220         429             209
==> cells in the mapped netlist (2+ instances only) <==
library cell,count
dfrtp_1,39
nor2_1,2
xor2_1,8
or3_1,3
o211ai_1,2
mux2_4,7
nor4_2,2
mux2_2,7
ha_1,2
buf_2,2
nor2b_1,3
nand2_1,14
buf_4,9
mux2i_1,2
o21ai_0,9
nor4_1,2
nand4_1,7
inv_1,9
==> worst max-delay path: stages (launching register included) <==
cell,delay (ns)
dfrtp_1,0.46
and4b_1,0.25
o21ai_2,0.24
and4_1,0.22
clkdlybuf4s50_1,0.45
==> worst min-delay path by stage <==
| stage | cells past startpoint | slack (ns) | end | startpoint |
|---|---|---|---|---|
| after CTS | 0 | 0.42 | ps2_rx_unit.filter_reg[4]$_DFF_PP0_ | ps2_rx_unit.filter_reg[5]$_DFF_PP0_ |
| final | 0 | 0.42 | ps2_rx_unit.filter_reg[4]$_DFF_PP0_ | ps2_rx_unit.filter_reg[5]$_DFF_PP0_ |
| after global routing | 0 | 0.42 | ps2_rx_unit.filter_reg[4]$_DFF_PP0_ | ps2_rx_unit.filter_reg[5]$_DFF_PP0_ |
No activity file was given, so power comes from the tool's default toggle rates.
