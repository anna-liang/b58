## run.sh

```bash
#!/bin/bash
# OpenROAD 26Q1-2900-gdf79404cd8, Yosys 0.63+post, stock flow scripts
make -C /OpenROAD-flow-scripts/flow DESIGN_CONFIG=/design/flow/config.mk WORK_HOME=/design/flow/orfs finish
```

## config.mk

```make
export PLATFORM = sky130hd
export DESIGN_NAME = datapath
export DESIGN_NICKNAME = datapath
export VERILOG_FILES = /design/flow/design.v
export SDC_FILE = /design/flow/constraint.sdc
export NUM_CORES = 4
export LEC_CHECK = 1
export CORE_AREA = 10 10 94 94
export DIE_AREA = 0 0 104 104
```

## constraint.sdc

```tcl
current_design datapath

set clk_period 2.4
set clk_io_pct 0.2

create_clock -name clk0 -period $clk_period [get_ports {clock}]

set non_clock_inputs [all_inputs -no_clocks]
set_input_delay [expr $clk_period * $clk_io_pct] -clock clk0 $non_clock_inputs
set_output_delay [expr $clk_period * $clk_io_pct] -clock clk0 [all_outputs]
```

## design.v

```verilog
module lab6b
	(
		CLOCK_50,						 
        SW,
		VGA_CLK,   						 
		VGA_HS,							 
		VGA_VS,							 
		VGA_BLANK_N,						 
		VGA_SYNC_N,						 
		VGA_R,   						 
		VGA_G,	 						 
		VGA_B   						 
	);
	input			CLOCK_50;				 
	input   [17:0]   SW;
	output			VGA_CLK;   				 
	output			VGA_HS;					 
	output			VGA_VS;					 
	output			VGA_BLANK_N;				 
	output			VGA_SYNC_N;				 
	output	[9:0]	VGA_R;   				 
	output	[9:0]	VGA_G;	 				 
	output	[9:0]	VGA_B;   				 
	wire resetn;
	assign resetn = SW[17];
	wire [2:0] colour;
	wire [7:0] x;
	wire [6:0] y;
	wire writeEn;
	vga_adapter VGA(
			.resetn(resetn),
			.clock(CLOCK_50),
			.colour(colour),
			.x(x),
			.y(y),	
			.plot(writeEn),
			.VGA_R(VGA_R),
			.VGA_G(VGA_G),
			.VGA_B(VGA_B),
			.VGA_HS(VGA_HS),
			.VGA_VS(VGA_VS),
			.VGA_BLANK(VGA_BLANK_N),
			.VGA_SYNC(VGA_SYNC_N),
			.VGA_CLK(VGA_CLK));
		defparam VGA.RESOLUTION = "160x120";
		defparam VGA.MONOCHROME = "FALSE";
		defparam VGA.BITS_PER_COLOUR_CHANNEL = 1;
		defparam VGA.BACKGROUND_IMAGE = "black.mif";
	wire ld_x, ld_y, ld_c, drawEn;
	datapath d0(.ld_x(ld_x),
		    .ld_y(ld_y),
		    .ld_c(ld_c),
		    .drawEn(drawEn),
		    .position(SW[6:0]),
		    .col(SW[9:7]),
		    .resetn(resetn),
		    .clock(CLOCK_50),
		    .x_out(x),
		    .y_out(y),
		    .col_out(colour)
	);
	control c0(.go(SW[16]),
		   .ld(SW[15]),
		   .resetn(resetn),
		   .clock(CLOCK_50),
		   .ld_x(ld_x),
		   .ld_y(ld_y),
		   .ld_c(ld_c),
		   .writeEn(writeEn),
		   .drawEn(drawEn));
endmodule
module datapath(ld_x, ld_y, ld_c, drawEn, position, col, resetn, clock, x_out, y_out, col_out);
	input ld_x, ld_y, ld_c, drawEn, resetn, clock;
	input [2:0] col;
	input [6:0] position;
	output [7:0] x_out;
	output [6:0] y_out;
	output [2:0] col_out;
	reg [7:0] x;
	reg [6:0] y;
	reg [2:0] c;
	reg [3:0] counter;
	always @(posedge clock)
	begin
		if (!resetn)
		begin
			x = 8'b00000000;
			y = 7'b0000000;
			c = 3'b000;
		end
		else
		begin
			if (ld_x)
				x <= {1'b0, position};
			else if (ld_y)
				y <= position;
			else if (ld_c)
				c <= col;
		end
	end
	always @(posedge clock)
	begin
		if (!resetn)
			counter <= 4'b0000;
		else if (drawEn)
		begin
			if (counter == 4'b1111)
				counter <= 4'b0000;
			else
				counter <= counter + 1'b1;
		end
	end
	assign x_out = x + counter[1:0];
	assign y_out = y + counter[3:2];
	assign col_out = c;
endmodule
module control(go, ld, resetn, clock, ld_x, ld_y, ld_c, writeEn, drawEn);
	input go, ld, resetn, clock;
	output reg ld_x, ld_y, ld_c, writeEn, drawEn;
	reg [2:0] curr_state, next_state;
	localparam      Load_x = 3'd0,
			Load_x_wait= 3'd1,
			Load_y = 3'd2,
			Load_y_wait = 3'd3,
			Load_c = 3'd4,	
			Load_c_wait = 3'd5,				
			Draw = 3'd6;
	always @(*)
	begin: state_table
		case (curr_state)
			Load_x: next_state = ld ? Load_x_wait : Load_x;
			Load_x_wait: next_state = ld ? Load_x_wait : Load_y;
			Load_y: next_state = ld ? Load_y_wait : Load_y;
			Load_y_wait: next_state = ld ? Load_y_wait : Load_c;
			Load_c: next_state = go ? Load_c_wait : Load_c;
			Load_c_wait: next_state = go ? Load_c_wait : Draw;
			Draw: next_state = ld ? Load_x : Draw;
			default: next_state = Load_x;
		endcase
	end
	always @(*)
	begin: part2_signals
		ld_x = 1'b0;
		ld_y = 1'b0;
		ld_c = 1'b0;
		writeEn = 1'b0;
		drawEn = 1'b0;
		case (curr_state)
			Load_x: begin
				ld_x = 1'b1;
				end
			Load_y: begin
				ld_y = 1'b1;
				end
			Load_c: begin
				ld_c = 1'b1;
				end
			Draw: begin
				writeEn = 1'b1;
				drawEn = 1'b1;
				end
		endcase
	end
	always@(posedge clock)
	begin: state_FFs
        if(!resetn)
            curr_state <= Load_x;
        else
            curr_state <= next_state;
    end
endmodule
```

==> flow_summary.toml <==
# physical design summary
[grt]
grt_start_max_net_pins = 22
grt_pass1_wl_um = 4420
grt.overflow.total = 0
track_usage = 0.0490
antenna_found_initial = 0
grt_pass1_vias = 878

[setup_path]
worst_path_max_delay_cell = "clkdlybuf4s50_1"
cp.arrival_ns = 1.84
startpoint_type = "register"
end_kind = "output port"
crit_chain = "ha_2, fa_2, xor2_2, clkdlybuf4s50_1"
crit_path_max_fanout = 4
cp_slowest_stage_delay_ns = 0.49
critical_path_required_ns = 1.92
path_class = "register to output port"

[floorplanning]
fp_util = 0.164
rows = 30
core_um2 = 6830
die_h_um = 104
die_area_um2 = 10800
pin_count = 34
die_x_um = 104

[flow_run]
tool_warnings = 26
maxCapViolCount = 0

[min_path]
min_path_type = "register to register"

[final_layout]
final_cell_mix = "clkdlybuf4s50_1, nor2b_1, mux2i_1, dfxtp_1, nand2_1"
finalNonFillerCells = 245
fin_area_um2 = 1670
layout-area-overhead-vs-synth_pct = 48.9
utilization = 0.245
layout_top_cell = "clkdlybuf4s50_1"
drive_above_1_share = 0.154

[power]
switchingPower_w = 0.000173
combPwrFrac = 0.180
p_leak_nw = 0.684
swShare = 0.232
power_density_nw_per_um2 = 444
p_int_w = 0.000570
p_clk_frac = 0.306
vdd_drop_max_mv = 0.153
pwr-share-seq = 0.514

[route]
drt-total-wl_um = 2720
drc_errors = 0
antenna_cells = 0
avgRoutedWirePerCell_um = 11.1
num_vias = 836
via_per_inst = 3.41
initialDrtViolationCount = 34
final_antenna_net_count = 0
drt_pass1_iterations = 4

[sta]
relSlewSlack = 0.568
whs_ns = 0.520
worst_pin_slew_ns = 0.646
slew_violations = 0
finalHoldViolations = 0
setup_violations = 0
fin_skew_ns = 0.000698
min_period_over_period = 0.966
rsz0062_at_grt = "false"
min_period_ns = 2.32
setup_slack_ns = 0.0805
timing.fmax_ghz = 0.431

[yosys]
syn_inst = 112
syn_area_per_cell_um2 = 10.0
ys_types = 26
ys_seq_share = 0.375
ys_cells = 112
yosys_area_um2 = 1120
yosys_warnings = 1
synth_flops = 21
syn_area_um2 = 1120

[place]
post-place-ws_ns = 0.0733
gp_congestion = 0.813
dp_cells = 241
placement.io_buffers = 33
dp_hpwl_um = 2160
place_area_um2 = 1580

[cts]
htree_levels = 1
clk_pin_slew_ns = 0.07
post_cts_buffers = 0
insertion_delay_ns = 0.25
numCtsBuffers = 3
clockRootBuffer = "clkbuf_8"
ctsHoldBuffers = 0
clock-sinks = 21
cts_tree = "done"
cts_buffer_depth = 2

[status]
status = "finished clean"
## per-layer routing
| metal | GRT usage | up-vias | part of all wire |
|---|---|---|---|
| met5 | 0 | - | 0 |
| met4 | 0.00696 | 0 | 0.015 |
| met2 | 0.0743 | 28 | 0.41 |
| met1 | 0.0665 | 364 | 0.50 |
| li1 | - | 442 | - |
| met3 | 0.0182 | 2 | 0.072 |
## path summary, 6_finish.rpt
check / from / end / slack, ns / depth (start not counted)
setup / recovery: counter[2] / y_out[2] / 0.08 / 4
hold / removal: x[0] / x[0] / 0.52 / 2
setup reg to reg: counter[1] / counter[2] / 1.25 / 5
hold reg to reg: x[0] / x[0] / 0.52 / 2
## worst max-delay path: cells and delay by family, from the launching register on
| kind | cells | cell delay [ns] |
|---|---|---|
| flip-flops | 1 | 0.35 |
| adder cells (fa/ha/maj) | 2 | 0.59 |
| buffers and inverters | 1 | 0.49 |
| XOR/XNOR | 1 | 0.16 |
## cells in the mapped netlist
| cell | n | area [um2] |
|---|---|---|
| dfxtp_1 | 21 | 420 |
| nand2b_1 | 2 | 12.5 |
| nor3b_4 | 1 | 18.8 |
| o21ai_0 | 1 | 5.00 |
| or3_1 | 1 | 6.26 |
| buf_4 | 1 | 7.51 |
| inv_1 | 4 | 15.0 |
| a21boi_0 | 2 | 15.0 |
| nand3_1 | 3 | 15.0 |
| nor2_1 | 2 | 7.51 |
| a21oi_1 | 2 | 10.0 |
| buf_6 | 1 | 11.3 |
| a21o_1 | 1 | 7.51 |
| and2_1 | 1 | 6.26 |
| xnor2_1 | 5 | 43.8 |
| nor3_1 | 1 | 5.00 |
| ha_1 | 5 | 62.6 |
| mux2i_1 | 18 | 180 |
| nor3b_1 | 1 | 7.51 |
| fa_1 | 2 | 40.0 |
| clkbuf_1 | 2 | 7.51 |
| and3_1 | 1 | 6.26 |
| nand3b_1 | 1 | 7.51 |
| xor2_1 | 6 | 52.6 |
| nand2_1 | 7 | 26.3 |
| nor2b_1 | 20 | 125 |
## kinds of logic (layout without fill, tap and decap cells)
| family | Yosys count | in the layout | share of synthesized area |
|---|---|---|---|
| AOI/OAI and AO/OA | 6 | 6 | 0.0334 |
| adders and majority gates | 7 | 7 | 0.0914 |
| muxes | 18 | 18 | 0.161 |
| xor gates and xnor gates | 11 | 11 | 0.0858 |
| DFF | 21 | 21 | 0.375 |
| buffers and inverters | 8 | 45 | 0.0368 |
| and+or+nand+nor | 41 | 41 | 0.217 |
## final cells by class
type / instances / area [um2]
fillers: 734 / 5160
multi-input cells: 83 / 699
flip-flops and latches: 21 / 425
repair buffers: 37 / 365
well taps: 96 / 120
clock buffers: 3 / 41.3
inverters: 4 / 15.0
clock inverters: 1 / 5.00
## flip-flops by register name, summed over array words and instances, names as in the netlist
register,cells
x,7
y,7
counter,4
c,3
## what timing repair did
action                     CTS  global route
gates resized               11             8
pin swaps                    2             2
setup endpoints to repair    6             7
## per-stage QoR
step	TNS (ns)	total power, W
floorplan	0	0.000443
global placement	0	0.000525
detailed placement	0	0.000525
CTS	-0.0701	0.000761
global route	0	0.000792
finish	0	0.000742
## power groups by stage
stage                 Combinational (W)  Sequential [W]  Clock [W]
final                          0.000134        0.000382   0.000227
after global routing           0.000151        0.000384   0.000256
after CTS                      0.000137        0.000381   0.000243
No activity file was given, so power comes from the tool's default toggle rates.
